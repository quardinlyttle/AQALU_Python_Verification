==> flow/design.v <==
module AQALU(A,B,Opcode,Output,clock, reset);
input [1:0] A,B;
input [3:0] Opcode;
input clock, reset;
output reg [7:0] Output;
wire [7:0] adderWire, subWire, mulWire, compWire, runningSumWire;
TwoBitAdder adder({1'b0,A},{1'b0,B},adderWire,0);
TwoBitAdder subtract({1'b0,A},{1'b1,~B},subWire,1);
multiplier mulitply(A,B,mulWire);
comparator compare(A,B, compWire);
runningSum sumboi({A,B},clock,runningSumWire, reset);
always @(*)
begin
	case(Opcode)
		4'b0000: Output= A&B;  
		4'b0001:	Output= A|B;  
		4'b0010: Output= {~A,~B};  
		4'b0011:	Output= A^B;  
		4'b0100:	Output= ~(A&B);   
		4'b0101:	Output= ~(A|B);  
		4'b0110: Output= ~(A^B);  
		4'b0111: Output=adderWire;  
		4'b1000: Output= subWire;	 
		4'b1001: Output= mulWire;  
		4'b1010: Output= compWire;  
		4'b1011: Output= {A,B} << 1;  
		4'b1100:	Output= {A,B} >> 1;  
		4'b1101: Output= {A,B} <<< 1;  
		4'b1110: Output= {A,B} >>> 1;  
		4'b1111: Output= runningSumWire;  
	endcase
end
endmodule
module TwoBitAdder(A,B, Sum,Cin);
input Cin;
input [2:0] A,B; 
output [2:0] Sum;
wire carry0, carry1;
fulladder adder1(A[0],B[0],Cin,Sum[0],carry0);
fulladder adder2(A[1], B[1],carry0,Sum[1],carry1);
fulladder adder3(A[2], B[2],carry1,Sum[2],z);
endmodule
module fulladder(A,B,Cin,Sum,Cout);
input A, B, Cin;
output Cout, Sum;
wire and1, and2, and3;
xor(Sum, A, B, Cin);
and(and1, A, B);
and(and2, Cin, A);
and(and3, Cin, B);
or(Cout, and1, and2, and3);
endmodule
module multiplier(A,B,Result);
input [1:0] A,B;
output [3:0] Result;
wire and2_0, and2_1, and1_0, and1_1, and1_2, and1_3;
and(Result[3],A[1],A[0],B[1],B[0]);  
and(and2_0,A[1],~A[0],B[1]);  
and(and2_1,A[1],B[1],~B[0]);  
or(Result[2], and2_0, and2_1);  
and(and1_0,A[1],~B[1],B[0]);  
and(and1_1,A[1], ~A[0], B[0]);  
and(and1_2,~A[1], A[0], B[1]);  
and(and1_3,A[0],B[1],~B[0]);  
or(Result[1], and1_0, and1_1, and1_2, and1_3);  
and(Result[0], A[0], B[0]);  
endmodule
module comparator (A,B,Result);
input [1:0] A,B;
output [1:0] Result;
wire c1_0, c1_1, c1_2, c1_3, c1_4, c0_0, c0_1, c0_2, c0_3, c0_4;
and(c1_0,~B[1],~B[0]);
and(c1_1,A[0],~B[1]);
and(c1_2, A[1],A[0]);
and(c1_3, A[1],~B[0]);
and(c1_4, A[1], ~B[1]);
or(Result[1], c1_0,c1_1,c1_2,c1_3,c1_4);
and(c0_0,~A[1],~A[0]);
and(c0_1, B[1], B[0]);
and(c0_2, ~A[1], B[0]);
and(c0_3, ~A[1], B[1]);
and(c0_4, ~A[0], B[1]);
or(Result[0], c0_0, c0_1, c0_2, c0_3, c0_4); 
endmodule
module runningSum (A, clk, Result, rst);
input [3:0] A;
input clk, rst;
output reg [7:0] Result;
reg [25:0] counter;
always @(posedge clk, posedge rst)
	begin
		if(rst==1)
		begin
			counter <=0;
			Result <=0;
		end
		else if (counter == 26'd5_000)  
		begin	
			counter <= 0;
			Result <= Result+A;
		end
		else
			counter<= counter +1;
		end
endmodule	
==> flow/run.sh <==
#!/bin/bash
# OpenROAD 26Q1-2900-gdf79404cd8, Yosys 0.63+post, stock flow scripts
make -C /OpenROAD-flow-scripts/flow DESIGN_CONFIG=/design/flow/config.mk WORK_HOME=/design/flow/orfs finish
==> flow/config.mk <==
export PLATFORM = sky130hd
export DESIGN_NAME = AQALU
export DESIGN_NICKNAME = AQALU
export VERILOG_FILES = /design/flow/design.v
export SDC_FILE = /design/flow/constraint.sdc
export NUM_CORES = 4
export LEC_CHECK = 1
export CORE_UTILIZATION = 30
==> flow/constraint.sdc <==
current_design AQALU

set clk_period 4.3
set clk_io_pct 0.2

create_clock -name clk0 -period $clk_period [get_ports {clock}]

set non_clock_inputs [all_inputs -no_clocks]
set_input_delay [expr $clk_period * $clk_io_pct] -clock clk0 $non_clock_inputs
set_output_delay [expr $clk_period * $clk_io_pct] -clock clk0 [all_outputs]
==> notes.md <==
Notes on the flow outputs.

- The overall global routing resource usage reads 12.6%.
- The post-layout period usage of the worst path is 96.5%.
- The area fraction in and, or, nand and nor cells after synthesis is 23.4%.
- The highest cell delay on the worst timing path reads 500 ps.
- The initial antenna violation count was 0.
- The setup TNS reads 0 ps.
- The total congestion overflow after global routing reads 0.
- The number of vias in the routed layout reads 1876.
- The die span in y reads 90.9 um.
- The port buffer count is 17.
- The maximum buffer depth of the clock tree reads 2.
- The largest net degree at the start of global routing reads 35.
- During synthesis, Yosys emitted a total of 9 warnings.
- The mux cell area share after synthesis reads 3.06%.
- The HPWL after detailed placement reads 3.45 mm.
- The clock-pin slew on the worst setup and hold paths reads 60 ps.
- Per the CTS log, the root buffer master is sky130_fd_sc_hd__clkbuf_8.
- The critical path goes through clkdlybuf4s50_1 > inv_1 > ha_1 > fa_1 > nor2b_1 > o221ai_1 > a21oi_1 > a2111oi_1 > nor2_1 > clkdlybuf4s50_1.
- The critical path endpoint category reads an output port.
- Measured along the x axis, the die boundary spans 90.9 um.
- The wire length per cell reads 12.5 um.
- The critical path is of the input pin to output port type.
- The floorplan core area is 7690 sq um.
- The post-synthesis share of cell area spent on and-or and or-and gates is 12.4%.
- Counting the fill cells in the layout gives 806.
- The weighted congestion reported at the end of routability-driven placement reads 0.911.
- Across the run, the number of max-cap violations was 0.
- The final tally of setup violations is 0.
- The via count of the first global-routing pass came to 1817.
- The element type at the critical path start reads an input pin.
- The routed design shows a via density per instance of 4.92.
- The tightest min-delay check is of the flip-flop to flip-flop type.
- The count of mapped cells out of synthesis reads 256.
- The netlist area before placement reads 2370 sq um.
- The synthesized flop and latch total is 34.
- The clock period minus final worst setup slack is 4150 ps.
- Counting instances, the worst hold path has a depth of 1.
- The post-CTS setup buffer count is 0.
- The total number of clock tree sinks reads 34.
- The worst relative slew slack is 54.0%.
- Based on the critical path, the design can be clocked at up to 0.241 GHz.
- Before placement the cells fill 30.8% of the core.
- The chip area line in the Yosys stat output reads 2370 sq um.
- The total inserted antenna cells reads 0.
- The hold slack reads 479 ps.
- The slowest cell on the critical path is sky130_fd_sc_hd__clkdlybuf4s50_1.
- The fraction of registers with async set/reset is 100%.
- The count of endpoints failing hold in the final timing report is 0.
- The worst setup skew after layout is 8.75 ps.
- Per the CTS log, the maximum H-tree level is 2.
- The total number of placement rows is 32.
- The run finished with clean final reports.
- The relative area change from synthesis to final layout reads 16.8%.
- The number of cells in Yosys stat is 256.
- TritonRoute reported its final design rule violation total as 0.
- For the worst flop-to-flop path, the logic depth is 6.
- Setup repair after global routing left no endpoint under its margin.
- The layout cell share with drive strength beyond 1 reads 8.60%.
- The total number of warnings across the stage logs reads 31.
- The number of distinct library cell variants in the gate-level netlist after synthesis is 46.
- The area share of xor/xnor cells in the synthesized design reads 11.5%.
- The largest fanout on the critical path is 3.
- The violation count after the first detailed-route iteration reads 50.
- The leading register cell type out of synthesis is sky130_fd_sc_hd__dfrtp_1.
- On the critical path the data arrives at 3290 ps.
- After synthesis, the largest family of logic cells by area is simple AND/OR/NAND/NOR gates.
- The total iterations of the first detailed-routing run is 4.
- In this run the power density over the cells is 234 nW/um^2.
- The synthesized-area fraction occupied by adder cells reads 9.40%.
- The mean instance size in the synthesized netlist is 9.26 sq um.
- The TritonCTS clock tree is done.
- The cell seen most often among critical-path stages reads sky130_fd_sc_hd__clkdlybuf4s50_1.
- The chip area is 8260 sq um.
- The leakage power in the latest report is 1.16 nW.
- The number of buffers created by CTS reads 5.
- The cell area reported after detailed placement reads 2690 sq um.
- Per the detailed-route log, wirelength across all metal layers totals 4.75 mm.
- The post-layout instance area is 2770 sq um.
- The first-pass GRT wire length reads 8.56 mm.
- The slew of the pin with the lowest slew margin reads 688 ps.
- Counting flops with a built-in enable in the synthesized netlist gives 0.
- The highest ir drop seen on vdd reads 109 uV.
- The final tally of max-slew violations is 0.
- Data on the critical path is required at its endpoint by 3440 ps.
- The clock network latency to the later pin of the worst-skew pair is 290 ps.
- The proportion of synthesized chip area in sequential cells is 35.9%.
- The number of I/O pins reads 18.
- The residual antenna-violating net count after detailed routing reads 0.
[cells by family after synthesis]
family / count (synthesis)
XOR/XNOR: 31
AND-OR/OR-AND: 43
adder cells (fa/ha/maj): 16
flip-flops: 34
AND/OR/NAND/NOR: 102
buffers and inverters: 23
multiplexers: 7
[timing repair]
item / CTS / global route
hold buffers: 0 / 0
resized: 0 / 1
endpoints found under the setup margin: 0 / 1
[state kept, by name, indices dropped and copies added (netlist names)]
register        flops
sumboi.Result       8
sumboi.counter     26
[cell type report]
| type | instances | area, sq um | area share [%] |
|---|---|---|---|
| repair buffers | 28 | 253 | 9.13 |
| flip-flops and latches | 34 | 851 | 30.7 |
| clock inverters | 2 | 10.0 | 0.362 |
| clock buffers | 5 | 68.8 | 2.49 |
| inverters | 11 | 41.3 | 1.49 |
| well taps | 102 | 128 | 4.61 |
| multi-input cells | 199 | 1420 | 51.2 |
[critical path: cells and delay by family]
kind	cells	cell delay, ps
AND/OR/NAND/NOR	2	140
AND-OR/OR-AND	3	580
adder cells (fa/ha/maj)	2	690
buffers and inverters	3	1010
[per-stage QoR]
stage | utilization (%) | worst slack, ps | power (mW) | cells
after floorplan | - | 946 | 0.386 | 256
after global placement | 35.0 | 174 | 0.434 | 374
after detailed placement | 35.0 | 114 | 0.433 | 374
after CTS | 36.0 | 114 | 0.654 | 381
after global routing | 36.0 | 17.4 | 0.678 | 381
final | 36.0 | 149 | 0.647 | 381
[Yosys cell counts, drive strengths merged (4+ instances only)]
library cell,n,share of area (%)
nand4,6,1.6
clkbuf,4,0.63
nor2,17,2.8
dfrtp,34,36
ha,13,6.9
inv,11,1.7
buf,8,2.0
mux2i,5,2.1
xor2,4,1.5
and3,5,1.3
nor4b,4,1.7
o21ai,7,1.5
xnor2,27,10
nand2b,4,1.1
nand2,23,3.6
and4,4,1.5
a21oi,12,2.7
nand3,19,4.0
nor2b,7,1.8
o221ai,5,1.8
o22ai,5,1.3
[path summary, 6_finish.rpt]
kind	slack [ps]	end	startpoint
setup / recovery	150	Output[1]	A[0]
max in group asynchronous	3030	sumboi.counter[6]$_DFF_PP0_	reset
hold reg to reg	480	sumboi.counter[25]$_DFF_PP0_	sumboi.counter[25]$_DFF_PP0_
hold / removal	480	sumboi.counter[25]$_DFF_PP0_	sumboi.counter[25]$_DFF_PP0_
min in group asynchronous	960	sumboi.counter[22]$_DFF_PP0_	reset
setup reg to reg	2080	sumboi.Result[2]$_DFFE_PP0N_	sumboi.counter[0]$_DFF_PP0_
[layout by cell type (no fill, tap or decap), types with 3 or more instances in the layout]
cell type,count
sky130_fd_sc_hd__nor4b_1,3
sky130_fd_sc_hd__nand4_1,6
sky130_fd_sc_hd__ha_1,13
sky130_fd_sc_hd__dfrtp_1,34
sky130_fd_sc_hd__buf_4,11
sky130_fd_sc_hd__xnor2_1,27
sky130_fd_sc_hd__nand2_1,23
sky130_fd_sc_hd__nand2b_1,4
sky130_fd_sc_hd__and3_1,5
sky130_fd_sc_hd__and4_1,4
sky130_fd_sc_hd__or3_1,3
sky130_fd_sc_hd__inv_1,11
sky130_fd_sc_hd__clkdlybuf4s50_1,17
sky130_fd_sc_hd__nand3_1,19
sky130_fd_sc_hd__a21oi_1,11
sky130_fd_sc_hd__xor2_1,4
sky130_fd_sc_hd__nor2_1,16
sky130_fd_sc_hd__o22ai_1,5
sky130_fd_sc_hd__o21ai_0,7
sky130_fd_sc_hd__nor2b_1,7
sky130_fd_sc_hd__clkbuf_8,5
sky130_fd_sc_hd__fa_1,3
sky130_fd_sc_hd__o221ai_1,5
sky130_fd_sc_hd__mux2i_1,5
[layer usage]
layer	global-route usage (%)	share of wire, %	wire (um)	up-vias
met4	1.59	1.4	66	0
met1	20.7	52	2480	885
met3	2.14	3.0	144	7
met5	0	0	0	-
met2	18.1	43	2050	27
li1	-	-	-	957
[power by group]
part	leakage, nW	switching, mW	internal, mW	total [mW]
logic	0.662	0.0558	0.0518	0.108
clock network	0.0438	0.111	0.108	0.220
registers	0.455	0	0.320	0.320
Power is estimated from default activity; no workload was simulated.
